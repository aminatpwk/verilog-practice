==> /design/flow/run.sh <==
#!/bin/bash
# OpenROAD 26Q1-2900-gdf79404cd8, Yosys 0.63+post, stock flow scripts
make -C /OpenROAD-flow-scripts/flow DESIGN_CONFIG=/design/flow/config.mk WORK_HOME=/design/flow/orfs finish
==> /design/flow/constraint.sdc <==
current_design alu

set clk_period 12.8
set clk_io_pct 0.2

create_clock -name clk0 -period $clk_period [get_ports {clk}]

set non_clock_inputs [all_inputs -no_clocks]
set_input_delay [expr $clk_period * $clk_io_pct] -clock clk0 $non_clock_inputs
set_output_delay [expr $clk_period * $clk_io_pct] -clock clk0 [all_outputs]
==> /design/flow/config.mk <==
export PLATFORM = sky130hd
export DESIGN_NAME = alu
export DESIGN_NICKNAME = alu
export VERILOG_FILES = /design/flow/design.v
export SDC_FILE = /design/flow/constraint.sdc
export NUM_CORES = 4
export LEC_CHECK = 1
export CORE_UTILIZATION = 50
==> /design/flow/design.v <==
module alu(
    input [15:0] A,
    input [15:0] B,
    input [2:0] ALU_Op,
    input [1:0] mode, 
    input clk,
    output reg[15:0] Result,
    output reg Zero,
    output reg Overflow,
    output reg Negative,
    output reg Carry
);
wire[15:0] nota, notb;
assign nota = (mode[0]) ? ~A : A;
assign notb = (mode[1]) ? ~B : B;
always @(posedge clk) begin
    case(ALU_Op)
        3'b000: Result = nota + notb;
        3'b001: Result = nota - notb;
        3'b010: Result = nota & notb;
        3'b011: Result = nota | notb;
        3'b100: Result = nota ^ notb;
        3'b101: Result = nota << 2;
        3'b110: Result = nota >> 2;
        3'b111: Result = (nota < notb) ? 16'b1 : 16'b0;
        default: Result = 16'hxxxx;
    endcase
    Zero = (Result == 16'b0) ? 1 : 0;
    Negative = Result[15];
    Overflow = (ALU_Op == 3'b000 || ALU_Op == 3'b001) && ((nota[15] == notb[15]) && (Result[15] != nota[15]));
end
endmodule
==> reports/metrics.yaml <==
pwr:
  power_mw: 0.380
  power_frac_comb_pct: 69.3
  peakVddDrop_v: 0.0000349
  swShare_pct: 45.6
  seq_power_share_pct: 18.5
  power_frac_clock_pct: 12.2
  p_per_area_nw_per_um2: 90.6
  p_leak_nw: 1.80
  power.switching_mw: 0.173
  internal_power_mw: 0.207
cells_and_area:
  layout-drive-gt1-share_pct: 5.73
  final_layout_top_logic_cells: "clkdlybuf4s50_1 (56), inv_1 (50), ha_1 (46), nor2_1 (41), a21oi_1 (38)"
  finalNonFillerCells: 620
  final_util_pct: 61.4
  area_growth_syn_to_layout_pct: 18.5
  final_common_cell: "clkdlybuf4s50_1"
setup_path:
  setup.worst_path.start_class: "input port"
  crit_fanout: 16
  crit_path_end_kind: "flip-flop"
  critical_path_class: "input port to flip-flop"
  cp_slowest_cell: "xnor2_1"
  worst-endpoint-arrival_ps: 6870
  cp.required_ps: 12970
  cp_cell_sequence: "clkdlybuf4s50_1 -> buf_4 -> xnor2_1 -> inv_1 -> ha_1 -> or2_2 -> nor4_2 -> o21ai_0 -> a221oi_1 -> a21oi_1 -> or4_1 -> or4_1 -> nor4_2"
  slowest_delay_ps: 480
routing:
  wl_met2_mm: 4.60
  insertedDiodeCount: 0
  ant_nets: 0
  drc: 0
  wl_met3_um: 798
  firstDrtPassIters: 5
  wirelength_met1_mm: 5.14
  wire_per_inst_um: 17.5
  vias_per_cell: 6.04
  first_iter_violations: 223
  highest_layer: "met4"
  finalWirelength_mm: 10.9
  vias: 3745
cts:
  ctsRootBufferMaster: "clkbuf_8"
  clkSinkCount: 18
  cts_max_level: 1
  cts_tree: "done"
  holdBufCountCts: 0
  cts_resized: 0
  path_clk_slew_ps: 70
  cts_setup_buffers: 0
  numCtsBuffers: 3
  clock_path_buffers: 2
timing:
  fin_crit_sh_pct: 52.3
  period_minus_slack_ps: 6700
  final-hold-violation-count: 0
  setup_viol: 0
  max_freq_mhz: 149
  drv_slew: 0
  maxSlewHeadroom_pct: 53.7
  fin_setup_tns_ps: 0
  tightest_slew_ps: 695
  rsz0062_at_grt: "no"
logic_synthesis:
  topCellsByArea: "ha_1 (16%), dfxtp_1 (10%), a21oi_1 (5.4%)"
  synth_cell_types: 67
  top_cell_area_share_pct: 16.3
  synth-edff-count: 0
  syn_inst: 489
  yosys_warnings: 2
  yosysSeqAreaShare_pct: 10.2
  synthesis.area_um2: 3540
  ys_chip_area_um2: 3540
  ys_cells: 489
  ff_type: "dfxtp_1"
  yosysTopAreaCell: "ha_1"
  ys.flops: 18
  syn_area_per_cell_um2: 7.24
  synthArstFlopShare_pct: 0
floorplanning:
  io_pins: 58
  die_h_um: 86.2
  rows: 30
  fp_util_pct: 51.8
  die_w_um: 86.2
  core_um2: 6830
  dieArea_um2: 7420
place:
  placed_cells: 616
  place.gp.congestion: 1.00
  io_buffers: 56
  dpl.hpwl_mm: 8.25
hold_path:
  hold_path_depth: 5
  hold_path.class: "input port to flip-flop"
grt:
  grt_pass1_vias: 3363
  grt_max_degree: 47
  gr-total-overflow: 0
  track_usage_pct: 30.4
  antenna_found_initial: 0
  grt_pass1_wl_mm: 17.4
job:
  warnings: 54
  drv_cap: 0
status:
  status: "finished, final reports clean"
[routing by layer]
| layer | GRT usage (%) | up-vias |
|---|---|---|
| li1 | - | 1849 |
| met1 | 45.3 | 1689 |
| met2 | 46.0 | 178 |
| met3 | 4.00 | 29 |
| met4 | 8.94 | 0 |
| met5 | 0 | - |
[worst max-delay path, delay by kind of cell]
family | cells | cell delay [ps]
and+or+nand+nor | 5 | 1960
buffers and inverters | 3 | 760
AOI/OAI and AO/OA | 3 | 670
xor gates and xnor gates | 1 | 480
adders and majority gates | 1 | 440
[per-stage QoR]
stage               setup WS [ps]  instance area (um^2)  hold slack (ps)
floorplan                    6660                  3540             2820
global placement             5910                  4140             3220
detailed placement           5810                  4140             3220
CTS                          6080                  4200             3230
global route                 5810                  4200             3290
finish                       6100                  4200             3240
[area by class of cell]
type | instances | area, um^2
sequential | 18 | 360
inverter | 52 | 198
timing repair buffer | 65 | 628
tap | 96 | 120
multi-input combinational | 385 | 2840
clock buffer | 4 | 55.1
fill | 644 | 2640
[cells in the mapped netlist, types with 3 or more instances]
| master | n |
|---|---|
| nor2b_1 | 5 |
| o31ai_1 | 10 |
| a221oi_1 | 5 |
| a21o_1 | 6 |
| o22ai_1 | 7 |
| a21oi_1 | 38 |
| o211ai_1 | 11 |
| nand2b_1 | 6 |
| nand2_1 | 26 |
| a22o_1 | 3 |
| dfxtp_1 | 18 |
| a41oi_1 | 6 |
| o21a_1 | 4 |
| o211a_1 | 3 |
| buf_1 | 5 |
| o221ai_1 | 7 |
| nand3b_1 | 3 |
| xnor2_1 | 18 |
| buf_4 | 3 |
| nor4_1 | 3 |
| a221o_1 | 3 |
| clkbuf_1 | 24 |
| nand3_1 | 8 |
| nand4_1 | 5 |
| a31oi_1 | 4 |
| or2_2 | 3 |
| inv_1 | 50 |
| o21ai_0 | 31 |
| mux2i_1 | 3 |
| nor2_1 | 41 |
| a211oi_1 | 9 |
| nor3_1 | 14 |
| ha_1 | 46 |
| xor2_1 | 19 |
[registers in the layout (all words and copies together), names as in the netlist]
signal / count
Overflow: 1
Zero: 1
Result: 16
[kinds of logic (layout without fill, tap and decap cells)]
| group | after synthesis | in the layout | synth area share (%) |
|---|---|---|---|
| simple gates | 121 | 121 | 16.5 |
| other cells | 1 | 1 | 0.106 |
| compound gates | 175 | 175 | 35.7 |
| flops | 18 | 18 | 10.2 |
| mux | 3 | 3 | 0.848 |
| buf+inv | 86 | 121 | 9.75 |
| xor+xnor | 39 | 39 | 10.7 |
| fa+ha+maj | 46 | 46 | 16.3 |
[power groups by stage]
stage     Combinational, mW  Clock [mW]  Sequential (mW)
6_report              0.264      0.0464           0.0702
5_1_grt               0.291      0.0494           0.0712
4_1_cts               0.260      0.0469           0.0702
[path summary, 6_finish.rpt]
| check | slack, ps | to | startpoint |
|---|---|---|---|
| max | 6100 | Zero | mode[0] |
| min | 3240 | Overflow | A[15] |
Power and IR drop assume default switching activity.
